==> flow/design.v <==
module DataMemory (
    input wire clock,
    input wire [3:0] address,
    input wire [7:0] writeData,
    output wire [7:0] dataOut,
    input wire MemRead,
    input wire MemWrite
);
  reg [7:0] data[30:0];
  reg [7:0] current;
  initial begin
    data[0] = 1;
    data[1] = 15;
    data[2] = 5;
  end
  always @(negedge clock)  
    begin
    if (MemRead) begin
      current = data[address];
    end
  end
  always @(posedge clock)  
    begin
    if (MemWrite) begin
      data[address] = writeData;
    end
  end
  assign dataOut = current;
endmodule
==> flow/run.sh <==
#!/bin/bash
# OpenROAD 26Q1-2900-gdf79404cd8, Yosys 0.63+post, stock flow scripts
make -C /OpenROAD-flow-scripts/flow DESIGN_CONFIG=/design/flow/config.mk WORK_HOME=/design/flow/orfs finish
==> flow/config.mk <==
export PLATFORM = sky130hd
export DESIGN_NAME = DataMemory
export DESIGN_NICKNAME = DataMemory
export VERILOG_FILES = /design/flow/design.v
export SDC_FILE = /design/flow/constraint.sdc
export NUM_CORES = 4
export LEC_CHECK = 1
export CORE_UTILIZATION = 30
==> flow/constraint.sdc <==
current_design DataMemory

set clk_period 3.0
set clk_io_pct 0.2

create_clock -name clk0 -period $clk_period [get_ports {clock}]

set non_clock_inputs [all_inputs -no_clocks]
set_input_delay [expr $clk_period * $clk_io_pct] -clock clk0 $non_clock_inputs
set_output_delay [expr $clk_period * $clk_io_pct] -clock clk0 [all_outputs]
==> flow_summary.ini <==
; generated from flow reports
[clock_network]
ctsHoldBuffers = 0
worstSkewPairLatency_ns = 0.42
clockRootBuffer = clkbuf_16
h-tree-depth = 4
clockBufferDepth = 2
post_cts.repair.setup_buffers = 0
clkSlewWorstSetupHoldPaths_ns = 0.06
numCtsBuffers = 17
clkSinkCount = 136
cts_tree = done

[place]
io_buffers = 22
finalWeightedCongestion = 0.815
dp_hpwl_um = 6780

[final_timing]
grt_setup_unrepaired = yes
setup_viol = 10
finClkSkew_ns = 0.0357
slew_viol_final = 0
layout_setup_ws_ns = -0.0797
slew_headroom = 0.601
tightest_slew_ns = 0.597
finalHoldViolCount = 0

[critical_path]
slowest_stage = edfxtp_1
endpoint_kind = output port
crit_arrival_ns = 2.48
path_cells = buf_2
cp_max_fo = 1
crit_family = flip-flops
path_class = flip-flop to output port
required_ns = 2.40
slowest_delay_ns = 0.42
critPathBufInv = 1
start_kind = flip-flop
reg2reg_slack_ns = 0.13

[power]
p_total_uw = 4540
p_per_area_nw_per_um2 = 687
vdd_drop_max_mv = 0.360
leakagePower_uw = 0.00219

[global_routing]
grt_pass1_wl_um = 16200
globalRouteOverflowTotal = 0
antenna_found_initial = 0
grt_util_all_layers = 0.133
grt_max_degree = 20
grt_pass1_vias = 2826

[detailed_routing]
wl_per_cell_um = 19.6
drt_pass1_iterations = 4
drtIter0Drc = 282
route.detailed.drc = 0
viasPerCell = 4.85
num_antenna_cells = 0
routed_wirelength_um = 10500
vias = 2587
detail-route-antenna-nets = 0

[floorplanning]
initCoreUtil = 0.308
ios = 23
row_count = 47
die_w_um = 133
chipArea_sq_um = 17700
die_h_um = 133
coreArea_sq_um = 16700

[synth]
yosysSeqAreaShare = 0.793
adder_share = 0
synth_top_cell_by_count = edfxtp_1
simple_gate_area_frac = 0.0316
top_area_frac = 0.793
yosys-top-cells-area = edfxtp_1 (79%), mux4_2 (14%), a22oi_1 (2.3%)
yosys_area_sq_um = 5150
yosysUniqueCellTypes = 18
synthTopLogicFamily = multiplexers
synthFlopType = edfxtp_1
ys_sh_xor = 0
edf_count = 136
synth_warnings = 1
syn_inst = 231
common_cells = edfxtp_1 (136), mux4_2 (32), a22oi_1 (16)
ys_ff = 136
synthMuxAreaShare = 0.140
syn_avg_cell_area_sq_um = 22.3
largest_area_cell = edfxtp_1
compound_area_frac = 0.0233
ys_async_sr_fraction = 0
syn_area_sq_um = 5150
ys_cells = 231

[run]
maxCapViolations = 0
warnings = 36

[layout]
drive_gt1_frac = 0.393
finalCoreUtilization = 0.396
syn_to_final_growth_pct = 28.4

[hold_path]
min_path_type = primary input to flip-flop

[run_status]
violations = setup timing
status = finished, violations left
[cell usage in the layout (no fill, tap or decap), drive strengths merged]
master	count
edfxtp	136
buf	44
mux4	32
clkbuf	17
a22oi	16
nor2	13
clkdlybuf4s50	10
nand2	9
inv	8
clkinv	6
nor3	4
bufinv	4
clkinvlp	3
nand2b	2
nand3b	2
dlygate4sd2	2
nor2b	2
and2	1
or3b	1
nand3	1
[timing repair]
action,in CTS,in global routing
cloned,1,0
gates resized,49,5
setup endpoints to repair,16,16
pin swaps,5,6
[power breakdown]
| group | total (uW) | switching [uW] | internal, uW |
|---|---|---|---|
| Sequential | 2160 | 13.4 | 2140 |
| Clock | 2140 | 751 | 1390 |
| Combinational | 247 | 125 | 122 |
[through the flow]
step           std cells  setup WS, ns  hold slack, ns  TNS [ns]  cell area [sq um]
6_report             533       -0.0797           0.854    -0.409               6620
5_1_grt              533        -0.151           0.857    -0.855               6620
4_1_cts              533       -0.0891           0.848    -0.489               6590
3_5_place_dp         495        -0.655            1.33     -5.39               5890
3_3_place_gp         495        -0.660            1.33     -5.43               5890
2_1_floorplan        231        -0.301           0.699     -2.39               5170
[state kept, by name (all words and copies together), names as in the netlist]
signal / cells
current: 8
data: 128
[layout make-up]
| cell class | instances | area [sq um] |
|---|---|---|
| Fill cell | 1468 | 10100 |
| Clock inverter | 21 | 209 |
| Tap cell | 220 | 275 |
| Multi-Input combinational cell | 83 | 1090 |
| Clock buffer | 17 | 425 |
| Timing Repair Buffer | 56 | 533 |
| Sequential cell | 136 | 4080 |
[path summary, 6_finish.rpt]
kind                   start          to  depth (start not counted)
setup / recovery  current[5]  dataOut[5]                          1
hold / removal    address[0]  data[8][2]                          4
setup reg to reg  data[3][1]  current[1]                          3
hold reg to reg   data[4][7]  current[7]                          3
[logic make-up (layout without fill, tap and decap cells)]
logic type,Yosys count,after routing
flip-flops,136,136
AND-OR/OR-AND,16,16
buffers and inverters,12,94
multiplexers,32,32
AND/OR/NAND/NOR,35,35
[metal layers]
metal / vias to the layer above / wire length (um) / track usage
met1: 1349 / 4290 / 0.190
met4: 0 / 65 / 0.0128
met2: 119 / 4990 / 0.198
met3: 4 / 1120 / 0.0750
li1: 1115 / - / -
met5: - / 0 / 0
